**flow/config.mk**
```make
export PLATFORM = sky130hd
export DESIGN_NAME = reg_ctrl
export DESIGN_NICKNAME = reg_ctrl
export VERILOG_FILES = /design/flow/design.v
export SDC_FILE = /design/flow/constraint.sdc
export NUM_CORES = 4
export LEC_CHECK = 1
export CORE_UTILIZATION = 30
export SYNTH_HDL_FRONTEND = slang
```
**flow/constraint.sdc**
```tcl
current_design reg_ctrl

set clk_period 21.7
set clk_io_pct 0.2

create_clock -name clk0 -period $clk_period [get_ports {i_clk}]

set non_clock_inputs [all_inputs -no_clocks]
set_input_delay [expr $clk_period * $clk_io_pct] -clock clk0 $non_clock_inputs
set_output_delay [expr $clk_period * $clk_io_pct] -clock clk0 [all_outputs]
```
**flow/design.v**
```verilog
package bus_definitions;
  parameter VERSION = "Rydev DSim System Verilog Course";
  parameter WS = 4, DEPTH=8, AS=$clog2(DEPTH);
  typedef enum {idle_bit         = 0,
                remove_bit        = 1,
                insert_bit        = 2,
                insert_remove_bit = 3} fifo_state_bit_t;
  typedef enum logic [3:0] {idle   = 4'b0001 << idle_bit, 
                            remove = 4'b0001 << remove_bit,
                            insert = 4'b0001 << insert_bit,
                            insert_remove = 4'b0001 << insert_remove_bit } fifo_fsm_states_t; 
endpackage
interface cnt_if #(parameter WIDTH = 4) (input bit clk);
  logic             rstn;
  logic             load_en;
  logic [WIDTH-1:0] load;
  logic [WIDTH-1:0] count;
  logic             down;
  logic             rollover;
endinterface
package definitions_pkg;
  parameter VERSION = "Rydev DSim System Verilog Course";
endpackage
interface reg_if (input bit clk);
  logic rstn;
  logic [7:0] addr;
  logic [15:0] wdata;
  logic [15:0] rdata;
  logic 		wr;
  logic 		sel;
  logic 		ready;
endinterface
interface fifo_ports (
  input  logic        i_clk,
  output logic        o_rst,
  input  logic        i_full,
  input  logic        i_empty,
  output logic        o_wr_cs,
  output logic        o_rd_cs,
  output logic        o_rd_en,
  output logic        o_wr_en,
  output logic [7:0]  o_data_in,
  input  logic [7:0]  i_data_out
);
endinterface
interface fifo_monitor_ports (
  input logic         i_clk,
  input logic         i_rst,
  input logic         i_full,
  input logic         i_empty,
  input logic         i_wr_cs,
  input logic         i_rd_cs,
  input logic         i_rd_en,
  input logic         i_wr_en,
  input logic [7:0]   i_data_in,
  input logic [7:0]   i_data_out
);
endinterface
package fifo_sb_pkg;
  class fifo_sb;
     mailbox fifo = new();
     integer size;
     function new();
     begin
       size = 0;
     end
     endfunction
     task addItem(bit [7:0] data);
     begin
       if (size == 7) begin
         $write("%dns : ERROR : Over flow detected, current occupancy %d\n",
           $time, size);
       end else begin
         fifo.put(data);
         size ++;
       end
     end
     endtask
     task compareItem (bit [7:0] data);
     begin
       bit [7:0] cdata  = 0;
       if (size == 0) begin
         $write("%dns : ERROR : Under flow detected\n", $time);
       end else begin
         fifo.get (cdata);
         if (data != cdata) begin
           $write("%dns : ERROR : Data mismatch, Expected %x Got %x\n", 
             $time, cdata, data );
         end
         size --;
       end
     end
     endtask
  endclass
endpackage
module reg_ctrl #(
  parameter ADDR_WIDTH 	= 8,
  parameter DATA_WIDTH 	= 16,
  parameter DEPTH 		    = 256,
  parameter RESET_VAL  	= 16'h1234
)( 
  input logic                     i_clk,
  input logic					            i_rstn,
  input logic [ ADDR_WIDTH-1:0] 	i_addr,
  input logic					            i_sel,
  input logic					            i_wr,
  input logic [DATA_WIDTH-1:0] 	  i_wdata,
  output logic [DATA_WIDTH-1:0] 	o_rdata,
  output logic        			      o_ready
);
  logic [DATA_WIDTH-1:0] ctrl [DEPTH];
  logic  ready_dly;
  logic  ready_pe;
  always_ff @ (posedge i_clk) begin
    if (!i_rstn) begin
      for (int i = 0; i < DEPTH; i += 1) begin
        ctrl[i] <= RESET_VAL;
      end
    end else begin
      if (i_sel & o_ready & i_wr) begin
        ctrl[i_addr] <= i_wdata;
      end
      if (i_sel & o_ready & !i_wr) begin
        o_rdata <= ctrl[i_addr];
      end else begin
        o_rdata <= 0;
      end
    end
  end
  always_ff @ (posedge i_clk) begin
    if (!i_rstn) begin
      o_ready <= 1;
    end else begin
      if (i_sel & ready_pe) begin
        o_ready <= 1;
      end
      if (i_sel & o_ready & !i_wr) begin
        o_ready <= 0;
      end
    end
  end
  always_ff @ (posedge i_clk) begin
    if (!i_rstn) begin
      ready_dly <= 1;
    end else begin
      ready_dly <= o_ready;
    end
  end
  assign ready_pe = ~o_ready & ready_dly;
endmodule
```
**flow/run.sh**
```bash
#!/bin/bash
# OpenROAD 26Q1-2900-gdf79404cd8, Yosys 0.63+post, stock flow scripts
make -C /OpenROAD-flow-scripts/flow DESIGN_CONFIG=/design/flow/config.mk WORK_HOME=/design/flow/orfs finish
```
==> metrics.yaml <==
run_status:
  status: "completed"
cts:
  cts_setup_buffers: 0
  hold_buffers: 0
  clk_pin_slew_worst_paths_ns: 0.07
  clock-sinks: 4114
  cts-root-buf: "clkbuf_16"
  worstSkewPairLatency_ns: 1.06
  numCtsBuffers: 418
  clk_path_buf_depth: 4
  ctsResizeCount: 0
  tritoncts: "built"
  htreeDepth: 5
pwr:
  p_sw_frac: 0.2329
  ir_drop_mv: 0.07249
  p_int_uw: 13160
  p_switching_uw: 3996
  pwr-share-comb: 0.067
  clockPowerShare: 0.411
  leakage_uw: 0.06790
  power.density_mw_per_mm2: 81.00
  pwr-share-seq: 0.522
logic_synthesis:
  yosys.area_share.simple: 0.1527
  post_synth_mux_area_share: 0.1206
  xor_share: 0
  ys_warn_count: 0
  ys.flop_type: "edfxtp_1"
  top_area_frac: 0.6548
  post-synth-top-area-cell: "edfxtp_1"
  yosysCellCount: 12940
  synth-edff-count: 4112
  synthArstFlopShare: 0
  ys_sh_aoi: 0.03897
  top_cell: "edfxtp_1"
  synth-area-yosys_mm2: 0.1886
  ys_seq_frac: 0.6550
  synthesis.area_mm2: 0.1886
  ys_sh_adder: 0
  common_cells: "edfxtp_1 (4112), and2_1 (2819), clkbuf_1 (1268)"
  synth-seq-cells: 4114
  synthTopLogicFamily: "simple AND/OR/NAND/NOR gates"
  synthDistinctLibCells: 52
  top_cells_by_area: "edfxtp_1 (65%), and2_1 (9.4%), mux4_2 (8.8%)"
  synth.avg_cell_area_um2: 14.58
  synth_cells: 12940
timing:
  fin_setup_tns_ns: 0
  worst_pin_slew_ns: 1.439
  slew_headroom: 0.04068
  rsz0062_at_grt: "false"
  hold_slack_ns: 0.5395
  final_max_slew_viol_count: 0
  finalHoldViolCount: 0
  post-route-min-period_ns: 9.087
  fin_ws_ns: 12.61
  fmax_mhz: 110.0
  min_period_over_period: 0.4188
  finalSetupViolations: 0
  skew_ns: 0.07066
floorplanning:
  die.size.y_um: 794.9
  die_w_um: 794.9
  num_rows: 290
  ios: 45
  core_mm2: 0.6248
  fp_util: 0.3018
  die-area_mm2: 0.6318
routing:
  wl_mm: 561.5
  wire_per_inst_um: 26.54
  avgViaCountPerCell: 5.091
  antenna_left: 0
  initialDrtViolationCount: 7279
  drtPass1Iterations: 6
  drc: 0
  vias: 107700
final_layout:
  final_core_util: 0.3391
  num-fill-cells: 58890
  drive_gt1_frac: 0.1606
  final-comb-area_mm2: 0.05943
  area_growth_pct: 12.34
  seqCellArea_mm2: 0.1235
  postLayoutCellArea_mm2: 0.2119
global_route:
  grt_max_degree: 125
  grt.overflow.total: 0
  grt_pass1_wl_mm: 812.8
  grt_use_total: 0.1865
  grt_pass1_vias: 112800
  antenna_found_initial: 25
worst_setup_path:
  crit_type: "in -> reg"
  worstPathMaxFanout: 49
  regToRegSetupSlack_ns: 17.31
  required_ns: 22.40
  critPathLaunchType: "primary input"
  cp.arrival_ns: 9.79
  crit_path_end_kind: "register"
placement:
  pre_cts_ws_ns: 11.48
  dpl-instance-area_mm2: 0.1987
  io_buffers: 44
  routabilityCongestion: 0.9055
  dp_hpwl_mm: 351.6
job:
  maxCapViolations: 0
  tool_warnings: 30
min_path:
  worstHoldPathType: "reg -> reg"
[metrics by stage]
| step | cells | total power, uW |
|---|---|---|
| after floorplan | 12940 | 9736 |
| after global placement | 20360 | 10270 |
| after detailed placement | 20370 | 10280 |
| after CTS | 21140 | 17280 |
| after global routing | 21140 | 17630 |
| final | 21160 | 17160 |
[layout by cell type, fill, tap and decap left out, drive strengths merged, types with 11 or more instances in the layout]
| cell type | instances |
|---|---|
| o22ai | 97 |
| and2 | 2820 |
| a221oi | 79 |
| nor2 | 276 |
| o311ai | 14 |
| clkdlybuf4s50 | 21 |
| a31o | 14 |
| a21boi | 14 |
| a32oi | 15 |
| o21bai | 16 |
| nand2b | 49 |
| a21o | 14 |
| diode | 19 |
| nand2 | 159 |
| a22oi | 332 |
| mux2 | 14 |
| clkbuf | 512 |
| a31oi | 32 |
| mux4 | 741 |
| nand4 | 51 |
| nor2b | 15 |
| mux2i | 589 |
| o211ai | 18 |
| nor3 | 43 |
| clkinv | 195 |
| or3 | 1247 |
| edfxtp | 4112 |
| buf | 625 |
| nand3 | 128 |
| a21oi | 183 |
| inv | 18 |
| bufinv | 30 |
| o21ai | 309 |
| clkinvlp | 11 |
[registers in the layout, summed over array words and instances, names as in the netlist]
signal / cells
ctrl: 4096
ready_dly: 1
o_ready: 1
o_rdata: 16
[power groups by stage]
| stage | clock [uW] | combinational, uW | sequential [uW] |
|---|---|---|---|
| final | 7050 | 1150 | 8960 |
| after global routing | 7440 | 1210 | 8970 |
| after CTS | 7160 | 1150 | 8960 |
[final timing paths]
path,to,depth (start not counted),from
setup reg to reg,ctrl[38][13],8,o_ready
hold / removal,o_ready,2,ready_dly
setup / recovery,o_rdata[11],11,i_addr[0]
hold reg to reg,o_ready,2,ready_dly
[critical path, stage by stage]
cell and delay, ns:
buf_8 0.39, buf_4 0.62, buf_4 0.61, buf_4 0.66, buf_4 0.64, mux4_2 0.65
a22oi_1 0.60, nand3_1 0.38, nor2_1 0.42, a31o_2 0.24, o311ai_2 0.10
[cell families after synthesis]
kind of cell | Yosys count
AND-OR/OR-AND | 1143
multiplexers | 1344
AND/OR/NAND/NOR | 4804
buffers and inverters | 1531
flip-flops | 4114
[routing by layer]
metal,wire length (um),vias up,GRT usage
met5,585,-,0.005672
met4,28460,30,0.07478
met3,78140,965,0.1133
met2,261700,5177,0.2820
met1,192600,54020,0.2188
li1,-,47530,-
[area by class of cell]
| class | instances | share of cell area |
|---|---|---|
| Multi-Input combinational cell | 7291 | 0.2805 |
| Inverter | 1 | 0.00001772 |
| Tap cell | 8322 | 0.04915 |
| Antenna cell | 19 | 0.0002244 |
| Clock inverter | 253 | 0.01041 |
| Sequential cell | 4114 | 0.5830 |
| Clock buffer | 512 | 0.05154 |
| Timing Repair Buffer | 646 | 0.02510 |
Power and IR drop assume default switching activity.
