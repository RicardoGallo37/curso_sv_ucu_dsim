===== /design/flow/config.mk =====
export PLATFORM = sky130hd
export DESIGN_NAME = prll_d_en_reg
export DESIGN_NICKNAME = prll_d_en_reg
export VERILOG_FILES = /design/flow/design.v
export SDC_FILE = /design/flow/constraint.sdc
export NUM_CORES = 4
export LEC_CHECK = 1
export CORE_UTILIZATION = 30
export SYNTH_HDL_FRONTEND = slang

===== /design/flow/constraint.sdc =====
current_design prll_d_en_reg

set clk_period 1.5
set clk_io_pct 0.2

create_clock -name clk0 -period $clk_period [get_ports {i_clk}]

set non_clock_inputs [all_inputs -no_clocks]
set_input_delay [expr $clk_period * $clk_io_pct] -clock clk0 $non_clock_inputs
set_output_delay [expr $clk_period * $clk_io_pct] -clock clk0 [all_outputs]

===== /design/flow/design.v =====
package bus_definitions;
  parameter VERSION = "Rydev DSim System Verilog Course";
  parameter WS = 4, DEPTH=8, AS=$clog2(DEPTH);
  typedef enum {idle_bit         = 0,
                remove_bit        = 1,
                insert_bit        = 2,
                insert_remove_bit = 3} fifo_state_bit_t;
  typedef enum logic [3:0] {idle   = 4'b0001 << idle_bit, 
                            remove = 4'b0001 << remove_bit,
                            insert = 4'b0001 << insert_bit,
                            insert_remove = 4'b0001 << insert_remove_bit } fifo_fsm_states_t; 
endpackage
interface cnt_if #(parameter WIDTH = 4) (input bit clk);
  logic             rstn;
  logic             load_en;
  logic [WIDTH-1:0] load;
  logic [WIDTH-1:0] count;
  logic             down;
  logic             rollover;
endinterface
package definitions_pkg;
  parameter VERSION = "Rydev DSim System Verilog Course";
endpackage
interface reg_if (input bit clk);
  logic rstn;
  logic [7:0] addr;
  logic [15:0] wdata;
  logic [15:0] rdata;
  logic 		wr;
  logic 		sel;
  logic 		ready;
endinterface
interface fifo_ports (
  input  logic        i_clk,
  output logic        o_rst,
  input  logic        i_full,
  input  logic        i_empty,
  output logic        o_wr_cs,
  output logic        o_rd_cs,
  output logic        o_rd_en,
  output logic        o_wr_en,
  output logic [7:0]  o_data_in,
  input  logic [7:0]  i_data_out
);
endinterface
interface fifo_monitor_ports (
  input logic         i_clk,
  input logic         i_rst,
  input logic         i_full,
  input logic         i_empty,
  input logic         i_wr_cs,
  input logic         i_rd_cs,
  input logic         i_rd_en,
  input logic         i_wr_en,
  input logic [7:0]   i_data_in,
  input logic [7:0]   i_data_out
);
endinterface
package fifo_sb_pkg;
  class fifo_sb;
     mailbox fifo = new();
     integer size;
     function new();
     begin
       size = 0;
     end
     endfunction
     task addItem(bit [7:0] data);
     begin
       if (size == 7) begin
         $write("%dns : ERROR : Over flow detected, current occupancy %d\n",
           $time, size);
       end else begin
         fifo.put(data);
         size ++;
       end
     end
     endtask
     task compareItem (bit [7:0] data);
     begin
       bit [7:0] cdata  = 0;
       if (size == 0) begin
         $write("%dns : ERROR : Under flow detected\n", $time);
       end else begin
         fifo.get (cdata);
         if (data != cdata) begin
           $write("%dns : ERROR : Data mismatch, Expected %x Got %x\n", 
             $time, cdata, data );
         end
         size --;
       end
     end
     endtask
  endclass
endpackage
module Counter#(parameter mx_cnt = 32) (
  output logic [$clog2(mx_cnt)-1:0] count,
  input  logic i_clk,
  input  logic rst);
  always_ff @(posedge i_clk, posedge rst)
       if (rst)
           count <= 0;
       else
         count <= count +1;
endmodule
module tri_buf (
    input  logic a,
    output logic cb,
    input  logic en);
   assign b = (en) ? a : 1'bz;
endmodule
module dff_async_rst_en (
  input  logic data,
  input  logic i_clk,
  input  logic i_reset,
  input  logic i_wr_en,
  output logic q);
  always_ff @ ( posedge i_clk, posedge i_reset)    
    if (i_reset) begin
      q <= 1'b0;
    end  
      else if (i_wr_en) begin
            q <= data;
            end
endmodule
module dff_async_rst (
  input  logic data,
  input  logic i_clk,
  input  logic i_reset,
  output reg q);
  always_ff @ ( posedge i_clk, posedge i_reset)    
    if (i_reset) begin
      q <= 1'b0;
    end  else begin
      q <= data;
    end
endmodule
module dltch_async_rst (
  input  logic data,
  input  logic i_clk,
  input  logic i_reset,
  output logic q);
  always_latch   
    if (i_reset) begin
      q <= 1'b0;
    end  else if (i_clk) begin
      q <= data;
    end
endmodule
module dltch (
  input data,
  input i_clk,
  output reg q);
  always_latch    
    if (i_clk) begin
      q <= data;
    end
endmodule
module prll_d_reg #(parameter BITS = 32)(
  input  logic i_clk,
  input  logic i_reset,
  input  logic [BITS-1:0] i_D_in,
  output logic [BITS-1:0] o_D_out
);
  genvar i;
  generate
    for(i = 0; i < BITS; i=i+1) begin:bit_
      dff_async_rst prll_regstr_(.data(i_D_in[i]),.i_clk(i_clk),.i_reset(i_reset),.q(o_D_out[i]));
    end
  endgenerate
endmodule
module prll_d_en_reg #(parameter BITS = 32)(
  input  logic i_clk,
  input  logic i_reset,
  input  logic i_wr_en,
  input  logic [BITS-1:0] i_D_in,
  output logic [BITS-1:0] o_D_out
);
  genvar i;
  generate
    for(i = 0; i < BITS; i=i+1) begin:bit_
      dff_async_rst_en prll_regstr_en_(.data(i_D_in[i]),.i_clk(i_clk),.i_reset(i_reset),.q(o_D_out[i]),.i_wr_en(i_wr_en));
    end
  endgenerate
endmodule
module prll_d_ltch_no_rst #(parameter BITS = 32)(
  input  logic i_clk,
  input  logic [BITS-1:0] i_D_in,
  output logic [BITS-1:0] o_D_out
);
  genvar i;
  generate
    for(i = 0; i < BITS; i=i+1) begin:bit_
      dltch prll_regstr_(.data(i_D_in[i]),.i_clk(i_clk),.q(o_D_out[i]));
    end
  endgenerate
endmodule
module prll_d_ltch #(parameter BITS = 32)(
  input  logic i_clk,
  input  logic i_reset,
  input  logic [BITS-1:0] i_D_in,
  output logic [BITS-1:0] o_D_out
);
  genvar i;
  generate
    for(i = 0; i < BITS; i=i+1) begin:bit_
      dltch_async_rst prll_regstr_(.data(i_D_in[i]),.i_clk(i_clk),.i_reset(i_reset),.q(o_D_out[i]));
    end
  endgenerate
endmodule
module tri_buf_N (Y, X, enable);
parameter ws = 4;
input [ws-1:0] X ;
input enable ;
output [ws-1:0] Y;
wire   [ws-1:0] Y;
genvar i;
generate
	for (i=0; i< ws; i=i+1)
	begin:buffer_x_
	   bufif1  buf_(Y[i],X[i], enable);
    end
endgenerate
endmodule
module generic_deco_N_M(En,N,M);
parameter Size_input=3,
		      Size_output=8;  
	input   En;  
	input   [Size_input-1:0] N;
	output  [Size_output-1:0] M;
    reg     [Size_output-1:0] M;
	integer i;
	always@*  
		if (!En)  
		  M=0;
		else
		  if (N > Size_output-1)																  
		     for (i=0; i<= Size_output-1; i=i+1)
		        M[i]= 1'bx;
        else
			  for (i=0; i<= Size_output-1; i=i+1)
			     if  (N==i) 
			 	     M[i]= 1'b1;
				  else
				     M[i]= 1'b0;
endmodule

===== /design/flow/run.sh =====
#!/bin/bash
# OpenROAD 26Q1-2900-gdf79404cd8, Yosys 0.63+post, stock flow scripts
make -C /OpenROAD-flow-scripts/flow DESIGN_CONFIG=/design/flow/config.mk WORK_HOME=/design/flow/orfs finish

==> summary.txt <==
Implementation status.

- The run finished with clean final reports.
- Along the worst path, the maximum fanout reaches 2.
- The logs give a warning total of 25.
- Summing internal, switching and leakage power gives 2.09 mW.
- The I/O pin count is 67.
- Per the gpl log, the routability congestion estimate is 0.727.
- The quantity of hold-fixing buffers added after cts is 0.
- The routed design has 2490 um of wire.
- The minimum clock period is 1.41 ns.
- Of the total power, the share spent switching nets is 0.205.
- Together, buffers and inverters on the worst path number 1.
- Of the post-synthesis cell area, the dominant cell type holds 0.504.
- Once detailed placement completed, the half-perimeter wirelength came to 1800 um.
- The power report attributes to the sequential group a share of 0.477.
- The per-cell via count in the routed design is 3.83.
- The CTS tree is done.
- The commonest register cell is sky130_fd_sc_hd__dfrtp_1.
- The average wire per standard cell is 11.8 um.
- The required time at the worst endpoint is listed as 1.20 ns.
- The antenna violation net count after detailed routing is 0.
- The region available for standard cell placement spans 5110 sq um.
- The classification of the worst-slack hold path is in2async.
- The final timing summary puts the cycle share of the worst path at 0.937.
- Logic depth along the worst register-to-register path is recorded as 1.
- For reference, the top cells by count after synthesis are 32 x sky130_fd_sc_hd__buf_4, 32 x sky130_fd_sc_hd__dfrtp_1, 30 x sky130_fd_sc_hd__mux2_4.
- On the critical path the data arrives at 1.11 ns.
- Per the timing report, the most critical flop-to-flop path finishes at bit_[0].prll_regstr_en_.q$_DFFE_PP0P_.
- STA classifies the critical path startpoint as a flop.
- Clock tree synthesis inserted a total of 5 buffers.
- The first-pass GRT wire length is 3840 um.
- The mean area per synthesized cell is 15.7 sq um.
- Synthesis produced a netlist whose cell count is 101.
- The slew at the pin with the worst max-slew slack is 0.399 ns.
- The cell sequence reported for the critical path is clkdlybuf4s50_1.
- The post-synthesis cell area is 1590 sq um.
- For this run, the number of standard cells in the final layout without fillers is 211.
- The number of antenna violations at the first check in global routing was 0.
- The area used by multi-input combinational logic is 473 sq um.
- The number of distinct library cells after synthesis is 7.
- Yosys printed 0 warnings.
- Among all stages on the critical path, the largest delay is contributed by sky130_fd_sc_hd__clkdlybuf4s50_1.
- The detailed-routing iteration count for the pre-antenna-repair pass is 4.
- For reference, the final report shows the max-slew violation count at 0.
- The worst setup slack for register-to-register paths is 0.73 ns.
- In this run, the synthesized area fraction spent on AND-OR/OR-AND gates is recorded as 0.
- The simple-gate portion of the synthesized area is 0.
- The launch point of the critical path was reported as bit_[22].prll_regstr_en_.q$_DFFE_PP0P_.
- The power report attributes to the combinational group a share of 0.202.
- The peak ir drop on the vdd network is 345 uV.
- Per the run report, area growth between synthesis and finish was 34.8%.
- The final-layout fill cell count is 481.
- The cell count along the critical path is 1.
- CTS placed an instance of sky130_fd_sc_hd__clkbuf_8 at the clock tree root.
- Setup repair after global routing left no endpoint under its margin.
- The setup path with the least slack is of type reg2out.
- The first routing iteration left 66 violations.
- Ranked by flip-flop count, first place goes to bit_.prll_regstr_en_.q.
- Per the timing report, the achievable frequency comes out to 711 MHz.
- The cell row count is 26.
- The number of failing hold endpoints at the final stage is 0.
- Power spread over the standard cell area amounts to 977 nW/um^2.
- The post-CTS setup repair buffer count is 0.
- The mux contribution to synthesized area is 0.298.
- The critical register-to-register path startpoint is bit_[0].prll_regstr_en_.q$_DFFE_PP0P_.
- The net switching power is 429 uW.
- Setup total negative slack on the finished layout was measured at 0 ns.
- The number of placed instances, taps included is 203.
- Summed over all instances, the cell type with the most area after synthesis is sky130_fd_sc_hd__dfrtp_1.
- CTS saw 32 sinks.
- The largest registers in the layout are bit_.prll_regstr_en_.q: 32 flops.
- The leakage component of the power is 0.950 nW.
- After synthesis, the chip area reported by Yosys is 1590 sq um.
- The number of remaining DRC errors is 0.
- The cell-mix breakdown from Yosys lists the adder-cell area share as 0.
- For this run, the share of the core covered by cells in the final layout is 0.419.
- The kind of end point of the critical path is an output pin.
- For this run, the register share of the synthesized area comes to 0.504.
- The die is 74.8 um wide.
- The total routing resource utilization after global routing is 0.0947.
- In this design, the largest share of critical-path delay is due to buffers and inverters.
- The largest combinational cell category by area is multiplexers.
- The chip area is 5590 sq um.
- The clock slew at the register clock pins of the worst setup and hold paths is 0.07 ns.
- The end-of-flow timing check tallies setup violations at 0.
- The final route contains 808 vias.
- The end point of the critical path is o_D_out[22].
- The H-tree generated during clock tree synthesis spans 2 levels.
- The worst-skew pair later-pin latency is 0.27 ns.
- The share of synthesized registers carrying an async set or reset is 1.00.
- Yosys stat counts 101 cells in the synthesized netlist.
- The share of cells above drive strength 1 is 0.298.
- Ranked by total cell area, the synthesized netlist is headed by sky130_fd_sc_hd__dfrtp_1 50%, sky130_fd_sc_hd__mux2_4 28%, sky130_fd_sc_hd__buf_4 15%.
- The portion of total power attributed to the clock network is 0.321.
- Summing all flip-flop and latch instances after layout gives 801 sq um.
- The number of buffers inserted by port buffering is 66.
- The antenna diode instance count is 0.
- The number of gates resized after cts is 0.
- The parity-gate share of the synthesized area counting xor and xnor cells is 0.
- The die is 74.8 um tall.
- The via count of the first global-routing pass is 775.
- The remaining global-route overflow is 0.
- The number of flip-flops under the largest register name is 32.
- The share of the core area taken by cells at floorplan is 0.311.
- The largest single stage delay on the critical path is 0.47 ns.
- In this run the tightest slew margin relative to its limit is 0.734.
- The longest clock path from root to sink contains 2 buffers.
- Counting flops with a built-in enable in the synthesized netlist gives 0.
- Yosys reported a register bit count of 32.
- The post-route clock skew is 0 ns.
- The max-capacitance violation count is 0.
- The final-layout worst hold slack is 0.400 ns.
- The total internal power is 1.66 mW.
- The pin count of the biggest net entering global routing is 33.
## cells in the final DEF (no fill, tap or decap)
| master | count |
|---|---|
| sky130_fd_sc_hd__clkbuf_8 | 6 |
| sky130_fd_sc_hd__mux2_2 | 2 |
| sky130_fd_sc_hd__inv_1 | 1 |
| sky130_fd_sc_hd__buf_12 | 1 |
| sky130_fd_sc_hd__dfrtp_1 | 32 |
| sky130_fd_sc_hd__clkinvlp_4 | 1 |
| sky130_fd_sc_hd__buf_4 | 1 |
| sky130_fd_sc_hd__mux2_4 | 30 |
| sky130_fd_sc_hd__buf_2 | 1 |
| sky130_fd_sc_hd__clkbuf_1 | 1 |
| sky130_fd_sc_hd__clkdlybuf4s50_1 | 65 |
## cells by family (layout without fill, tap and decap cells)
kind of cell / count (synthesis) / count (layout)
buffers and inverters: 37 / 77
multiplexers: 32 / 32
flip-flops: 32 / 32
## layout make-up
cell class / instances / share of cell area
inverters: 1 / 0.00175
clock inverters: 1 / 0.00350
repair buffers: 68 / 0.319
clock buffers: 7 / 0.0403
multi-input cells: 32 / 0.221
well taps: 70 / 0.0409
flip-flops and latches: 32 / 0.374
## per-stage QoR
| stage | setup WS (ns) | cell area, sq um |
|---|---|---|
| 5_1_grt | 0.0302 | 2140 |
| 3_3_place_gp | 0.369 | 2050 |
| 6_report | 0.0938 | 2140 |
| 3_5_place_dp | 0.355 | 2050 |
| 2_1_floorplan | 0.509 | 1590 |
| 4_1_cts | 0.0758 | 2140 |
## power by group through the flow
stage	sequential (mW)	clock [mW]	combinational (mW)
global route	1.01	0.744	0.455
CTS	1.00	0.701	0.430
finish	0.999	0.671	0.423
## per-layer routing
layer | wire, um | up-vias | GRT usage | part of all wire
met5 | 0 | - | 0 | 0
met4 | 30 | 0 | 0.0105 | 0.012
met3 | 208 | 3 | 0.0326 | 0.083
met2 | 1100 | 41 | 0.140 | 0.44
met1 | 1160 | 385 | 0.144 | 0.46
li1 | - | 379 | - | -
## worst min path at each step
stage / cells after the start / end / slack (ns) / startpoint
after global routing: 3 / bit_[30].prll_regstr_en_.q$_DFFE_PP0P_ / 0.46 / i_reset
after CTS: 3 / bit_[27].prll_regstr_en_.q$_DFFE_PP0P_ / 0.41 / i_reset
final: 3 / bit_[27].prll_regstr_en_.q$_DFFE_PP0P_ / 0.40 / i_reset
Power figures rest on the tool's default switching activity, not on a simulated workload.
